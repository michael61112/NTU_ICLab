<file path="/design/flow/constraint.sdc">
current_design alu

set clk_period 1.0
set clk_io_pct 0.2

create_clock -name clk0 -period $clk_period [get_ports {i_clk}]

set non_clock_inputs [all_inputs -no_clocks]
set_input_delay [expr $clk_period * $clk_io_pct] -clock clk0 $non_clock_inputs
set_output_delay [expr $clk_period * $clk_io_pct] -clock clk0 [all_outputs]
</file>
<file path="/design/flow/design.v">
module alu #(
	parameter INT_W =3,
	parameter FRAC_W = 5,
	parameter INST_W = 3,
	parameter DATA_W = INT_W + FRAC_W
)(
	input 				i_clk,
	input 				i_rst_n,
	input				i_valid,
	input signed	[DATA_W-1:0]	i_data_a,
	input signed	[DATA_W-1:0]	i_data_b,
	input		[INST_W-1:0]	i_inst,
	output				o_valid,
	output		[DATA_W-1:0] 	o_data
);
localparam ADD = 3'b000;
localparam SUB = 3'b001;
localparam MULTI = 3'b010;
localparam NAND = 3'b011;
localparam XNOR = 3'b100;
localparam SIGMOID = 3'b101;
localparam R_CIRCULAR_SHIFT = 3'b110;
localparam MIN = 3'b111;
localparam ROUND_DOWN = 1'b0;
localparam ROUND = 1'b1;
reg [DATA_W:0]	o_data_w, o_data_r;
reg	   	o_valid_w, o_valid_r;
assign o_valid = o_valid_r;
assign o_data = o_data_r;
always@(*) begin
	if(i_valid) begin
		o_data_w = o_data_r;
		case(i_inst)
			ADD: 
				o_data_w = arithmetic(i_data_a, i_data_b, ADD);
			SUB: 
				o_data_w = arithmetic(i_data_a, i_data_b, SUB);
			MULTI: 
				o_data_w = multi(i_data_a, i_data_b, ROUND);
			NAND: 
				o_data_w = ~(i_data_a & i_data_b);
			XNOR:
				o_data_w = ~(i_data_a ^ i_data_b);
			SIGMOID: 
				o_data_w = sigmoid(i_data_a);
			R_CIRCULAR_SHIFT: 
				o_data_w = rotate_R(i_data_a, i_data_b);
			MIN: 
				o_data_w = (i_data_a < i_data_b) ? i_data_a : i_data_b;
		endcase
		o_valid_w = 1'b1;
	end
	else
		o_valid_w = 1'b0;
end
always@(posedge i_clk or negedge i_rst_n) begin
	if(!i_rst_n) begin
		o_data_r <= 0;
		o_valid_r <= 0;
	end else begin
		o_data_r <= o_data_w;
		o_valid_r <= o_valid_w;
	end
end
function [DATA_W-1:0] arithmetic;
	input signed [DATA_W-1:0] 	i_data_a, i_data_b;
	input 				minus;
	reg   	     [DATA_W:0]		temp;
	begin
		if (minus)
			temp = i_data_a - i_data_b;
		else
			temp = i_data_a + i_data_b;
		arithmetic = (temp[DATA_W:DATA_W-1] == 2'b00 || temp[DATA_W:DATA_W-1] == 2'b11) ? temp[DATA_W-1:0] : {temp[DATA_W],{(DATA_W-1){!temp[DATA_W]}}};
	end
endfunction
function [DATA_W-1:0] multi;
	input signed [DATA_W-1:0] 	i_data_a, i_data_b;
	input 				round;
	reg				carry;
	reg   signed [2*DATA_W-1:0] 	result; 
	begin
		result = i_data_a * i_data_b;
		if (round) begin
			carry = result[DATA_W*2-1] ? (result[FRAC_W-1] & (|result[FRAC_W-2:0])) : result[FRAC_W-1];
			multi = (result[(DATA_W*2-2):(DATA_W*2-3)] == 2'b00 || result[(DATA_W*2-2):(DATA_W*2-3)] == 2'b11) ? 
				result[DATA_W+FRAC_W-1:FRAC_W] + carry : {result[DATA_W*2-1],{(DATA_W-1){!result[DATA_W*2-1]}}};
		end
		else
			multi = (result[(DATA_W*2-2):(DATA_W*2-3)] == 2'b00 || result[(DATA_W*2-2):(DATA_W*2-3)] == 2'b11) ? 
				result[DATA_W+FRAC_W-1:FRAC_W]  : {result[15],{(DATA_W-1){!result[15]}}};
	end
endfunction
function [DATA_W-1:0] sigmoid;
	input signed [DATA_W-1:0]  	i_data_a;
	begin
		if (!i_data_a[DATA_W-1] && i_data_a >= 8'b01000000)
			sigmoid = 8'b00100000;
		else if (i_data_a[DATA_W-1] && (i_data_a[DATA_W-2:0] <= 7'b1000000))
			sigmoid = 8'b00000000;
		else
			sigmoid = multi(8'b00001000 , (i_data_a-8'b11000000), ROUND_DOWN);
	end
endfunction
function [DATA_W-1:0] rotate_R;
	input 	[DATA_W-1:0] 	i_data_a, i_data_b;
	reg 	[2:0] 		shift;
	begin
		shift = i_data_b[2:0];
		rotate_R = ({i_data_a, i_data_a} >> shift);
	end
endfunction
endmodule
</file>
<file path="/design/flow/config.mk">
export PLATFORM = sky130hd
export DESIGN_NAME = alu
export DESIGN_NICKNAME = alu
export VERILOG_FILES = /design/flow/design.v
export SDC_FILE = /design/flow/constraint.sdc
export NUM_CORES = 4
export LEC_CHECK = 1
export CORE_UTILIZATION = 40
</file>
<file path="/design/flow/run.sh">
#!/bin/bash
# OpenROAD 26Q1-2900-gdf79404cd8, Yosys 0.63+post, stock flow scripts
make -C /OpenROAD-flow-scripts/flow DESIGN_CONFIG=/design/flow/config.mk WORK_HOME=/design/flow/orfs finish
</file>
==> results_slide.txt <==
Physical Implementation Snapshot

Finish
  – Signed area change from the synthesized netlist to the final layout: 10.2%
  – Share of post-route cells with drive strength above 1: 4.89%
  – Utilization of the core after routing: 45.8%
  – Count of fill cells added during filler insertion: 1132
  – Final design area excluding fillers: 5300 sq um

Global routing
  – Met3 global-route usage: 2.16%
  – Number of global-route vias before repair: 4092
  – Met1 GRT Util: 34.7%
  – Grt peak-use layer: met1
  – Total Routing Usage GR: 21.8%
  – Maximum number of pins on one net before global-route repair: 18
  – Met2 Usage GRT: 33.9%
  – Global-route wire length before repair: 20.9 mm
  – GR Overflow Total: 0
  – Initial antenna violation count: 0

Synth
  – Post-synthesis cell type with the largest combined area: sky130_fd_sc_hd__fa_1
  – Commonest cells post-synth: sky130_fd_sc_hd__inv_1 (107), sky130_fd_sc_hd__nor2_1 (80), sky130_fd_sc_hd__fa_1 (57)
  – Number of cell instances after yosys synthesis: 597
  – Most used standard cell by instance count after synthesis: sky130_fd_sc_hd__inv_1
  – Share of async-settable or async-resettable flops after synthesis: 52.9%
  – Total number of yosys warnings: 1
  – Yosys-reported design area after synthesis: 4810 sq um
  – Synth unique cells: 71
  – Proportion of netlist area held by the largest area contributor: 23.7%
  – Post-Syn Area: 4810 sq um
  – Average cell area after synthesis: 8.06 sq um
  – Cells after Synth: 597
  – Seq cells post-synth: 17
  – Cell types with the largest area share after synthesis: sky130_fd_sc_hd__fa_1 (24%), sky130_fd_sc_hd__ha_1 (12%), sky130_fd_sc_hd__inv_1 (8.4%)
  – Count of library flops with an enable pin: 0
  – Main flop type after synthesis: sky130_fd_sc_hd__dfrtp_1

Final timing
  – Setup repair after global routing missed its margin: false
  – Post-route fraction of the period consumed by the critical path: 96.8%
  – Total Negative Setup Slacks: 0 ps
  – Count of endpoints without a timing constraint: 16
  – Fin. Hold Viols: 0
  – Tmin final: 968 ps
  – Highest clock rate: 1.03 GHz
  – Actual transition at the worst max-transition pin: 919 ps
  – Relative slew margins: 38.5%
  – Register pins left without a clock: 8
  – Max-slew violations: 0
  – Final setup violating endpoints: 0
  – Worst Hold Slack: 253 ps

Pwr
  – Internal cell power: 5.03 mW
  – Leak: 2.49 nW
  – Reg power frac: 5.2%
  – Switch share: 54.2%
  – Logic gate share of total power: 88.6%
  – Clock share of power: 6.2%
  – Net load switching power: 5.94 mW
  – Power density over the cells: 2070 nW/um^2
  – Peak supply drop: 2.26 mV

Placement
  – Post-detail-place hpwl: 10.0 mm
  – Tally of buffers added on design ports: 30
  – Cell area reported after detailed placement: 5220 sq um
  – Final estimated routing congestion in global placement: 0.911

Floorplan
  – Number of placement rows: 39
  – Chip footprint: 12500 sq um
  – Die Y-Extent: 112 um
  – Horizontal extent of the die: 112 um
  – Total core area: 11600 sq um
  – Initial Util: 41.6%
  – I/O pin total: 31

Detailed routing
  – DRT Pass-1 Iters: 59
  – Avg WL per Cell: 16.1 um
  – Antenna Cells: 0
  – Count of antenna-violating nets left after detailed routing: 0
  – Via count of the routed design: 4100
  – DRC marker count from the first detailed-route iteration: 236
  – Via-per-instance ratio: 5.42
  – Detailed-route wire length: 12.2 mm
  – Number of DRC violations after detailed routing: 1

Flow run
  – Max Cap Violations: 0
  – Number of warning messages in the logs: 34

Clock tree
  – Post-CTS Hold Buffers: 0
  – Number of CTS-inserted buffers: 3
  – CTS tree: done
  – CTS H-Tree Depth: 1
  – Buffer depth of the longest clock path: 2
  – Clock-pin slew on the worst setup and hold paths: 40 ps
  – Post-CTS Setup Bufs: 0
  – Clock root cell: sky130_fd_sc_hd__clkbuf_16

Worst setup path
  – Critical path's slowest cell: sky130_fd_sc_hd__dfrtp_1
  – Element type at the critical path end: output pin
  – Crit path required time: 800 ps
  – Worst EP arrival: 770 ps
  – CP Max Fanout: 1
  – Crit path kind: reg -> out
  – Largest stage delay on the critical path: 360 ps
  – Series of cell instances along the critical path: clkdlybuf4s15_1
  – Critical Path Source Type: register
  – Crit path buffers/inverters: 1
  – Kind of cell adding the most delay to the critical path: flip-flops

Status
  – Violated checks: DRC
  – Outcome: finished, violations left

Worst hold path
  – Class of the tightest hold or removal check: in -> async
==> final timing paths <==
kind / startpoint / end / slack, ps / cells after the start
setup / recovery: o_data_r[3] / o_data[3] / 30 / 1
hold / removal: i_rst_n / o_data_r[3] / 250 / 1
max in group asynchronous: i_rst_n / o_valid_r / 480 / 1
min in group clk0: i_valid / o_valid_r / 450 / 1
==> cell type report <==
class,instances,area (sq um),area share (%)
flip-flops and latches,17,345,6.51
multi-input cells,449,3960,74.7
well taps,143,179,3.38
inverters,111,417,7.86
repair buffers,33,323,6.09
clock buffers,4,78.8,1.49
==> power by group through the flow <==
stage	sequential [mW]	clock, mW	combinational, mW
4_1_cts	0.575	0.695	9.78
6_report	0.573	0.681	9.72
5_1_grt	0.580	0.721	10.9
==> metal layers <==
layer,up-vias,share of wire (%)
met2,123,45
met1,1972,48
met3,8,5.6
met5,-,0
met4,0,1.4
li1,1997,-
==> metrics by stage <==
stage | setup slack (ps) | power [mW] | std cells
finish | 31.5 | 11.0 | 757
detailed placement | 24.6 | 10.3 | 753
CTS | 22.0 | 11.0 | 757
global route | 6.54 | 12.2 | 757
global placement | 43.5 | 10.3 | 753
floorplan | 488 | 8.50 | 597
==> registers in the layout, summed over array words and instances (netlist names) <==
name	flops
o_data_r	8
o_data_w	8
o_valid_r	1
==> cells by family after synthesis <==
logic type      count (synthesis)  share of synthesized area (%)
mux                            18                           4.86
xor+xnor                       29                           6.04
flops                           9                           4.68
fa+ha+maj                     105                           36.2
compound gates                125                           18.4
buf+inv                       131                           10.5
simple gates                  172                           16.8
latches                         8                           2.50
==> timing repair <==
item                                   CTS  global route
setup endpoints to repair                9             0
endpoints found under the hold margin    0             0
resized                                 18             0
==> cell usage in the layout (no fill, tap or decap), types with 6 or more instances in the layout <==
cell type	instances
sky130_fd_sc_hd__mux2i_1	13
sky130_fd_sc_hd__a21oi_1	32
sky130_fd_sc_hd__clkdlybuf4s15_1	9
sky130_fd_sc_hd__nor3_1	9
sky130_fd_sc_hd__dfrtp_1	9
sky130_fd_sc_hd__nor2_1	80
sky130_fd_sc_hd__clkdlybuf4s50_1	21
sky130_fd_sc_hd__o21ai_0	14
sky130_fd_sc_hd__ha_1	48
sky130_fd_sc_hd__a2bb2oi_1	7
sky130_fd_sc_hd__a31oi_1	7
sky130_fd_sc_hd__nor2b_1	8
sky130_fd_sc_hd__o21ai_1	13
sky130_fd_sc_hd__nand2_1	26
sky130_fd_sc_hd__fa_1	57
sky130_fd_sc_hd__dlxtp_1	8
sky130_fd_sc_hd__nand3_1	6
sky130_fd_sc_hd__xnor2_1	14
sky130_fd_sc_hd__and2_1	23
sky130_fd_sc_hd__xor2_1	11
sky130_fd_sc_hd__inv_1	107
Power and IR drop assume default switching activity.
